## flow/design.v

```verilog
`timescale 1ns / 1ps
module bolme
	(
	input 	[31:0] bolunen,
	input 	[31:0] bolen,
	input 	clk,
	output 	[63:0] sonuc,
	output 	hazir,
	output  gecerli,
	output	tasma
	);
	reg [79:0] temp_sonuc;														 
	reg [31:0] reg_sonuc;														 
	reg [47:0] temp_bolunen;													 
	reg [79:0] temp_bolen;														 
	reg [31:0] tur;
	reg	temp_hazir;
	reg temp_gecerli;
	reg	temp_tasma;
	initial begin
		temp_hazir = 1'b1;
		temp_gecerli = 1'b0;
		temp_tasma = 1'b0;
		temp_sonuc = 0;	
		reg_sonuc = 0;				
		temp_bolunen = 0;	
		temp_bolen = 0;		
		tur = 0;
	end 		
	always @( posedge clk ) begin
		if( temp_hazir ) begin										 
			temp_hazir <= 1'b0;
			tur <= 47;
			temp_sonuc <= 0;													 
			temp_bolunen <= 0;														 
			temp_bolen <= 0;
			temp_tasma <= 1'b0;
			temp_bolunen[47:16] <= bolunen[31:0];								 
			temp_bolen[79:48] <= bolen[31:0];
			if(temp_bolen == 80'd0 || temp_bolunen == 80'd0)begin				 
				temp_hazir <= 1'b1;												 
				reg_sonuc <= 64'd0;
			end
		end
		else if(!temp_hazir) begin
			temp_bolen <= temp_bolen >> 1;										 
			tur <= tur - 1;														 
			if(temp_bolunen >= temp_bolen) begin								 
				temp_sonuc[tur] <= 1'b1;										 
				temp_bolunen <= temp_bolunen - temp_bolen;
			end
			if(tur == 0) begin													 
				temp_hazir <= 1'b1;
				temp_gecerli <= 1'b1;
				reg_sonuc <= temp_sonuc;
				if (temp_sonuc[79:32]>0)										 
					temp_tasma <= 1'b1;
            end
			else																 
				tur <= tur - 1;	
		end
	end
	assign sonuc[63:0] = {16'b0, reg_sonuc[31:0], 16'b0};								
	assign hazir = temp_hazir;
	assign gecerli = temp_gecerli;
	assign tasma = temp_tasma;													 
endmodule
`timescale 1ns / 1ps
module karekok
    (
    input [31:0] sayi,
    input clk,
    output [63:0] sonuc,
    output hazir,
    output gecerli,
    output tasma
    );
    reg [31:0] temp_sayi;
    reg [15:0] temp_sonuc;
    reg [15:0] temp;
    reg temp_hazir = 1;
    reg [17:0] sol,sag,hatirlat;
    wire [63:0] sonuc_wire; 
    integer i;
    bolme b1(.bolunen({8'b0, temp, 8'b0}), .bolen({7'b0, 9'b100000000, 16'b0}), .clk(clk), .gecerli(), .hazir(), .sonuc(sonuc_wire));
    always@(posedge clk)begin
    temp_sayi = sayi;
    temp_sonuc = 0;
    i = 0;
    sol = 0;    
    sag = 0;  
    hatirlat = 0;   
        for(i=0;i<16;i=i+1) begin 
            sag = {temp_sonuc,hatirlat[17],1'b1};
            sol = {hatirlat[15:0],temp_sayi[31:30]};
            temp_sayi = {temp_sayi[29:0],2'b00};     
            if (hatirlat[17] == 1)  
                hatirlat = sol + sag;
            else     
                hatirlat = sol - sag;
            temp_sonuc = {temp_sonuc[14:0],!hatirlat[17]};
        end
        temp_hazir = ~temp_hazir;
        temp = temp_sonuc;
    end
    assign sonuc = {sonuc_wire[54:0], 9'b0};
    assign hazir = 1'b1;
    assign tasma = 1'b0;
    assign gecerli = 1'b1;
endmodule
```

## flow/run.sh

```bash
#!/bin/bash
# OpenROAD 26Q1-2900-gdf79404cd8, Yosys 0.63+post, stock flow scripts
make -C /OpenROAD-flow-scripts/flow DESIGN_CONFIG=/design/flow/config.mk WORK_HOME=/design/flow/orfs finish
```

## flow/config.mk

```make
export PLATFORM = sky130hd
export DESIGN_NAME = karekok
export DESIGN_NICKNAME = karekok
export VERILOG_FILES = /design/flow/design.v
export SDC_FILE = /design/flow/constraint.sdc
export NUM_CORES = 4
export LEC_CHECK = 1
export CORE_UTILIZATION = 30
```

## flow/constraint.sdc

```tcl
current_design karekok

set clk_period 95.3
set clk_io_pct 0.2

create_clock -name clk0 -period $clk_period [get_ports {clk}]

set non_clock_inputs [all_inputs -no_clocks]
set_input_delay [expr $clk_period * $clk_io_pct] -clock clk0 $non_clock_inputs
set_output_delay [expr $clk_period * $clk_io_pct] -clock clk0 [all_outputs]
```

==> impl_metrics.toml <==
# generated from flow reports
[placed_design]
hpwl_mm = 36.7
placed_cell_area_um2 = 22000
io_buffers = 64
place_congestion = 0.910
dpl_worst_slack_ns = 31.57

[synth]
dominantRegCellSynth = "dfxtp_1"
syn_avg_cell_area_um2 = 8.09
synth_cell_type_count = 102
ys_ff = 234
synth-edff-count = 48
ys_chip_area_um2 = 20700
netlist_area_um2 = 20700
ys_seq_share_pct = 25.0
yosys_warnings = 2
synthCells = 2554
ys_cells = 2554
async_reset_ff_share_pct = 0

[worst_setup_path]
cp_max_fo = 31
r2r_cells = 26
cp.required_ns = 95.70
endpoint_kind = "flip-flop"
path_class = "in2reg"
ff2ff_setup_slack_ns = 88.41
r2r_end = "b1.temp_bolunen[29]"
cpMaxStageDelayCell = "xnor2_1"
crit_path_start = "sayi[30]"
cp_common_cell = "o21a_1"
slowest_delay_ns = 0.69
arrival_ns = 63.73
start_kind = "primary input"
r2r_start = "b1.temp_bolen[1]"

[timing]
fin_tns_setup_ns = 0
rsz0062_at_grt = "false"
max_clock_freq_mhz = 15.8
finalSetupViolCount = 0
tightest_slew_ns = 0.843
finalHoldViolCount = 0
period_used_pct = 66.4
finalCriticalPeriod_ns = 63.33
timing.hold.ws_ns = 0.461
skew_ns = 0.0138
slew_headroom_pct = 43.7
finalMaxSlewViolations = 0
fin_ws_ns = 31.97

[finish]
final_area_um2 = 22900
layout_top_cell = "nor2_1"
final_cell_mix = "nor2_1 (279), ha_1 (217), xnor2_1 (216), inv_1 (201), dfxtp_1 (185)"
fill_cells = 6942
syn2layout_area_growth_pct = 10.9
seqCellArea_um2 = 5170
comb_area_um2 = 14200
drive_gt1_share_pct = 5.01

[detailed_routing]
avgViaCountPerCell = 4.89
routed-via-count = 16936
n_antenna_cell = 0
firstDrtPassIters = 7
route.detailed.drc = 0
wl_per_cell_um = 13.7
dr.first_iter.drc_count = 780
final_antenna_net_count = 0
drt-total-wl_mm = 47.4

[die]
num_rows = 95
core_um2 = 67600
fp-utilization_pct = 30.5
die_y_um = 264
die_w_um = 264
io_pins = 100
die-area_um2 = 69900

[cts]
cts_setup_buffers = 0
cts_resized = 0
cts_tree = "yes"
cts.clk_slew.worst_paths_ns = 0.06
ctsHoldBuffers = 0
insertion_delay_ns = 0.53
cts.sinks = 234
clk_path_buf_depth = 3
numCtsBuffers = 26
cts-root-buf = "clkbuf_16"
htreeDepth = 1

[status]
outcome = "finished, final reports clean"

[min_path]
hp-class = "reg2reg"
min_to = "b1.temp_bolen[20]"
min_from = "b1.temp_bolen[21]"
holdPathStages = 2

[global_routing]
antenna_found_initial = 0
grt_pass1_vias = 15871
grt_pass1_wl_mm = 79.1
grt_max_degree = 74
grt.total_usage_pct = 13.8
grt.overflow.total = 0

[run]
max_cap_violations = 0
warnings = 25
## synthesized netlist by cell type, drive strengths merged, types with 19 or more instances
master,number,area [um2]
o21ai,91,455
a21boi,19,143
xnor2,222,2020
o32ai,37,339
o21a,67,503
inv,214,803
buf,61,409
nand2,153,574
nor4,51,319
nor2,279,1050
edfxtp,48,1440
nor3,60,312
nand2b,48,300
nand3,47,245
ha,217,2720
xor2,78,691
nor2b,58,363
o21bai,20,150
a21oi,179,900
o31ai,25,188
and3,24,150
a21o,50,377
nand4,26,178
clkbuf,62,234
dfxtp,186,3720
## layer usage
| layer | track usage, % | share of wire, % | vias up |
|---|---|---|---|
| li1 | - | - | 8952 |
| met1 | 19.4 | 47 | 7676 |
| met2 | 23.5 | 48 | 252 |
| met3 | 1.21 | 3.0 | 56 |
| met4 | 2.42 | 1.9 | 0 |
| met5 | 0 | 0 | - |
## worst max-delay path, delay by kind of cell
kind            cells  cell delay [ns]
compound gates    101            18.08
buf+inv            15             4.01
mux                 1             0.26
xor+xnor           37            10.09
simple gates       52             7.35
fa+ha+maj          14             4.85
## flip-flops by register name, indices dropped and copies added (netlist names)
signal,count
b1.temp_bolen,73
b1.temp_sonuc,32
b1.tur,32
b1.reg_sonuc,32
b1.temp_bolunen,48
b1.temp_hazir,1
temp,16
## worst max-delay path by stage
stage         slack, ns  endpoint  depth (start not counted)
finish            31.97   temp[0]                        220
global route      27.45   temp[0]                        221
CTS               31.90   temp[0]                        221
## cell families after synthesis
logic type / Yosys count / share of synthesized area [%]
multiplexers: 25 / 1.31
adder cells (fa/ha/maj): 222 / 13.5
flip-flops: 234 / 25.0
AND-OR/OR-AND: 592 / 19.2
AND/OR/NAND/NOR: 834 / 19.9
buffers and inverters: 337 / 7.00
other: 2 / 0.0363
XOR/XNOR: 308 / 14.0
## layout make-up
type / count / area share, %
clock inverters: 13 / 0.622
inverters: 214 / 3.51
clock buffers: 35 / 3.21
repair buffers: 81 / 3.35
well taps: 873 / 4.77
flip-flops and latches: 234 / 22.6
multi-input cells: 2016 / 62.0
## per-stage QoR
| stage | utilization, % | std cells |
|---|---|---|
| finish | 33.9 | 3466 |
| global route | 33.9 | 3466 |
| CTS | 33.9 | 3466 |
| detailed placement | 32.6 | 3418 |
| global placement | 32.6 | 3418 |
| floorplan | - | 2587 |
